--- flow/constraint.sdc ---
current_design ball

set clk_period 3.5
set clk_io_pct 0.2

create_clock -name clk0 -period $clk_period [get_ports {frame_clk}]

set non_clock_inputs [all_inputs -no_clocks]
set_input_delay [expr $clk_period * $clk_io_pct] -clock clk0 $non_clock_inputs
set_output_delay [expr $clk_period * $clk_io_pct] -clock clk0 [all_outputs]
--- flow/design.v ---
module  ball ( input Reset, frame_clk, BallEN,
					input [4:0] frame,
              output [9:0]  BallX, BallY, BallS,
              output miss_f, perfect_f, keep_on );
   logic [9:0] Ball_X_Pos, Ball_X_Motion, Ball_Y_Pos, Ball_Y_Motion, Ball_Size;
   parameter [9:0] Ball_X_Center= 640;   
   parameter [9:0] Ball_Y_Center= 0;   
   logic punch_flag;
   logic miss_flag;
   logic keep_moving;
   always_ff @ (posedge Reset or posedge frame_clk )
   begin
       if (Reset)   
       begin 
         Ball_Y_Motion <= 10'd0;  
         Ball_X_Motion <= 10'd0;  
         Ball_Y_Pos <= Ball_Y_Center;
         Ball_X_Pos <= Ball_X_Center;
         punch_flag <= 1'b0;
         miss_flag <= 1'b0;
         keep_moving <= 1'b0;
       end
      else if(BallEN) begin
        keep_moving <= 1'b1;
      end
      else if(!BallEN && !keep_moving) begin
         Ball_X_Motion <= 10'd0;
         Ball_Y_Motion <= 10'd0;
         Ball_X_Pos <= Ball_X_Center;
         Ball_Y_Pos <= Ball_Y_Center;
         punch_flag <= 1'b0;
         miss_flag <= 1'b0;
       end
      else if((Ball_X_Pos <= 100) || (Ball_X_Pos >= 750) || (Ball_Y_Pos >= 460)) begin
           Ball_X_Pos <= Ball_X_Center;
           Ball_Y_Pos <= Ball_Y_Center;
           Ball_X_Motion <= 0;
           Ball_Y_Motion <= 0;
           punch_flag <= 1'b0;
           miss_flag <= 1'b0;
           keep_moving <= 1'b0;
        end
      else if((((Ball_Y_Pos >= 255) && (Ball_Y_Pos <= 290)) && ((frame == 5'b00001) || (frame == 5'b00100)) || punch_flag) && !miss_flag) begin
               punch_flag <= 1'b1;
               Ball_X_Motion <= 30;
               Ball_Y_Motion <= 0;
               Ball_Y_Pos <= (Ball_Y_Pos + Ball_Y_Motion);   
               Ball_X_Pos <= (Ball_X_Pos + Ball_X_Motion);
           end
      else if(((((Ball_Y_Pos >= 230) && (Ball_Y_Pos <= 255)) || ((Ball_Y_Pos >= 290) && (Ball_Y_Pos <= 310))) && ((frame == 5'b00001) || (frame == 5'b00100)) || miss_flag) && !punch_flag) begin
             miss_flag <= 1'b1;
             Ball_X_Motion <= 5;
             Ball_Y_Motion <= 12;
             Ball_Y_Pos <= (Ball_Y_Pos + Ball_Y_Motion);   
             Ball_X_Pos <= (Ball_X_Pos + Ball_X_Motion);
       end
      else if(Ball_X_Pos <= 320)begin
               Ball_Y_Motion <= 20;
               Ball_Size <= 26;
               Ball_X_Motion <= -12;
               Ball_Y_Pos <= (Ball_Y_Pos + Ball_Y_Motion);   
             Ball_X_Pos <= (Ball_X_Pos + Ball_X_Motion);
             end
      else if(Ball_X_Pos <= 360)begin
             Ball_Y_Motion <= 17;
             Ball_Size <= 30;
             Ball_X_Motion <= -12;
             Ball_Y_Pos <= (Ball_Y_Pos + Ball_Y_Motion);   
             Ball_X_Pos <= (Ball_X_Pos + Ball_X_Motion);
           end
      else if(Ball_X_Pos <= 400)begin
               Ball_Y_Motion <= 12;
               Ball_Size <= 37;
               Ball_X_Motion <= -12;
               Ball_Y_Pos <= (Ball_Y_Pos + Ball_Y_Motion);   
             Ball_X_Pos <= (Ball_X_Pos + Ball_X_Motion);
             end
      else if(Ball_X_Pos <= 440)begin
             Ball_Y_Motion <= 9;
             Ball_Size <= 42;
             Ball_X_Motion <= -12;
             Ball_Y_Pos <= (Ball_Y_Pos + Ball_Y_Motion);   
             Ball_X_Pos <= (Ball_X_Pos + Ball_X_Motion);
           end
      else if(Ball_X_Pos <= 480)begin
               Ball_Y_Motion <= 8;
               Ball_Size <= 46;
               Ball_X_Motion <= -12;
               Ball_Y_Pos <= (Ball_Y_Pos + Ball_Y_Motion);   
             Ball_X_Pos <= (Ball_X_Pos + Ball_X_Motion);
             end
      else if(Ball_X_Pos <= 520)begin
               Ball_Y_Motion <= 6;
               Ball_Size <= 49;
               Ball_X_Motion <= -12;
               Ball_Y_Pos <= (Ball_Y_Pos + Ball_Y_Motion);   
             Ball_X_Pos <= (Ball_X_Pos + Ball_X_Motion);
           end
      else if(Ball_X_Pos <= 560)begin
             Ball_Y_Motion <= 4;
             Ball_Size <= 52;
             Ball_X_Motion <= -12;
             Ball_Y_Pos <= (Ball_Y_Pos + Ball_Y_Motion);   
             Ball_X_Pos <= (Ball_X_Pos + Ball_X_Motion);
           end
      else if(Ball_X_Pos <= 600)begin
             Ball_Y_Motion <= 2;
             Ball_Size <= 54;
             Ball_X_Motion <= -12;
             Ball_Y_Pos <= (Ball_Y_Pos + Ball_Y_Motion);   
             Ball_X_Pos <= (Ball_X_Pos + Ball_X_Motion);
           end
      else begin
               Ball_Y_Motion <= 1;
               Ball_Size <= 55;
               Ball_X_Motion <= -12;
               Ball_Y_Pos <= (Ball_Y_Pos + Ball_Y_Motion);   
                Ball_X_Pos <= (Ball_X_Pos + Ball_X_Motion);
             end
   end
   assign BallX = Ball_X_Pos;
   assign BallY = Ball_Y_Pos;
   assign BallS = Ball_Size;
   assign miss_f = miss_flag;
   assign perfect_f = punch_flag;
   assign keep_on = keep_moving;
endmodule
--- flow/config.mk ---
export PLATFORM = sky130hd
export DESIGN_NAME = ball
export DESIGN_NICKNAME = ball
export VERILOG_FILES = /design/flow/design.v
export SDC_FILE = /design/flow/constraint.sdc
export NUM_CORES = 4
export LEC_CHECK = 1
export CORE_UTILIZATION = 30
--- flow/run.sh ---
#!/bin/bash
# OpenROAD 26Q1-2900-gdf79404cd8, Yosys 0.63+post, stock flow scripts
make -C /OpenROAD-flow-scripts/flow DESIGN_CONFIG=/design/flow/config.mk WORK_HOME=/design/flow/orfs finish
==> results.ini <==
[final_timing]
tightest_slew_ns = 0.5659
period_needed_ns = 2.475
rsz0062_at_grt = no
skew_ns = 0.009622
fin_worst_hold_slack_ns = 0.4876
fin_tns_setup_ns = 0
finalMaxSlewViolations = 0
fin_crit_sh_pct = 70.71
final_hold_viol_count = 0
fmax_mhz = 404.1
setup_viol = 0
relSlewSlack_pct = 61.78

[routing]
route.vias.total = 2134
first_pass_iters = 4
first_iter_violations = 61
antenna_cells = 0
vias_per_cell = 5.308
drt-wirelength-per-cell_um = 14.64
wl_um = 5887
drcViolationCount = 0
drtAntennaViolNets = 0

[power_and_ir_drop]
p_int_mw = 1.355
p_leak_nw = 1.353
combinationalPowerShare_pct = 50.1
swShare_pct = 40.43
report.power.total_mw = 2.275
switchingPower_mw = 0.9198
max-vdd-ir-drop_v = 0.0004340
seq_power_share_pct = 37.0
clock_power_share_pct = 12.9
cellPowerDensity_mw_per_mm2 = 734.4

[floorplanning]
die_w_um = 94.83
design.die.area_mm2 = 0.008992
rows = 33
die_y_um = 94.83
io_pins = 41
initCoreUtil_pct = 31.30
placeableCoreArea_mm2 = 0.008258

[synth]
synthDistinctLibCells = 64
synth.avg_cell_area_um2 = 9.792
area_leaders = dfrtp_1 (30%), edfxtp_1 (7.0%), ha_1 (6.8%), a22o_1 (5.8%), a21oi_1 (4.3%)
yosysWarningCount = 1
synth_cells = 264
synth-edff-count = 6
async_flop_share_pct = 84.62
ys_ff = 39
ys_chip_area_mm2 = 0.002585
flop_cell = dfrtp_1
syn-cell-area_mm2 = 0.002585
top_area_cell = dfrtp_1
top_cell_area_share_pct = 30.01
yosysCellCount = 264
seq_area_frac_synth_pct = 39.01

[clock_tree]
cts_root_buf = clkbuf_8
worstSkewPairLatency_ns = 0.29
htreeDepth = 2
cts_sinks = 39
cts_tree = yes
clockBufferDepth = 2
path_clk_slew_ns = 0.08
cts_setup_buffers = 0
ctsResizeCount = 0
cts_buffers = 5
hold_buffers = 0

[worst_setup_path]
path_cells = clkdlybuf4s50_1 -> or3b_1 -> a41o_1 -> a211oi_4 -> nand2_4 -> nor3_1 -> buf_4
cp-start-kind = input pin
worstPathMaxFanout = 6
cpPeakStageDelay_ns = 0.41
path_delay_family = simple AND/OR/NAND/NOR gates
endpoint_kind = register
required_ns = 3.50
crit_type = in -> reg
worst_ep_arrival_time_ns = 2.48
path_buffers = 2
crit_slowest_cell = clkdlybuf4s50_1
ff2ff_setup_slack_ns = 1.10

[grt]
grt_max_degree = 34
grt_first_pass_wirelength_um = 9887
grt_overflow = 0
busiest_layer = met1
track_usage_pct = 14.45
grt_pass1_vias = 1989
met3_usage_pct = 2.288
use_met1_pct = 22.82
antenna_found_initial = 0
met2_usage_pct = 22.24

[job]
drv_cap = 0
warning_count = 25

[final_layout]
layout.cells.most_common_list = clkdlybuf4s50_1 (36), dfrtp_1 (31), a21oi_1 (22), a22o_1 (17), nor2_1 (16)
drive_gt1_share_pct = 6.734
layout_top_cell = clkdlybuf4s50_1
area_growth_pct = 19.85

[placement]
port_buffers = 36
post-dp-hpwl_um = 4267
gp_congestion = 0.8470

[outcome]
status = complete, no violations

[worst_hold_path]
hold_path.class = reg -> reg

-- sequential cells by signal, indices dropped and copies added, names as in the netlist --
name	flops
Ball_Y_Motion	5
Ball_X_Pos	10
Ball_Size	6
keep_moving	1
punch_flag	1
Ball_Y_Pos	10
Ball_X_Motion	5
miss_flag	1
-- layout make-up --
| cell class | count | area [um2] |
|---|---|---|
| inverters | 9 | 33.78 |
| multi-input cells | 201 | 1453 |
| clock buffers | 7 | 76.32 |
| repair buffers | 40 | 390.4 |
| well taps | 105 | 131.4 |
| fillers | 817 | 5160 |
| clock inverters | 1 | 5.005 |
| flip-flops and latches | 39 | 1008 |
-- worst paths after layout --
path / startpoint / end / cells after the start
setup / recovery: BallEN / Ball_Size[3] / 7
hold / removal: Ball_Y_Motion[3] / Ball_Y_Motion[3] / 2
setup reg to reg: Ball_X_Pos[0] / Ball_X_Pos[8] / 8
hold reg to reg: Ball_Y_Motion[3] / Ball_Y_Motion[3] / 2
max in group asynchronous: Reset / Ball_X_Pos[9] / 3
min in group asynchronous: Reset / Ball_Y_Pos[3] / 3
-- power by group through the flow --
stage | logic, mW | registers [mW] | clock network (mW)
after CTS | 1.15 | 0.841 | 0.302
after global routing | 1.29 | 0.873 | 0.319
final | 1.14 | 0.841 | 0.293
-- stage by stage --
| step | utilization (%) | cell area, um2 | setup slack (ns) | cells |
|---|---|---|---|---|
| after detailed placement | 36.53 | 3017 | 0.6904 | 394 |
| after global placement | 36.53 | 3017 | 0.7040 | 394 |
| after CTS | 37.52 | 3098 | 0.9969 | 402 |
| final | 37.52 | 3098 | 1.025 | 402 |
| after floorplan | - | 2596 | 0.8666 | 267 |
| after global routing | 37.52 | 3098 | 0.9530 | 402 |
-- Yosys cell counts (all sizes together) (6+ instances only) --
cell,number
a21oi,23
a22o,17
buf,12
clkbuf,6
dfrtp,31
edfxtp,6
ha,14
inv,9
nand2,15
nor2,17
nor3,8
o21ai,10
xnor2,9
-- logic make-up (layout without fill, tap and decap cells) --
family / Yosys count / count (layout) / synth area share (%)
muxes: 1 / 1 / 0.3872
DFF: 39 / 39 / 39.01
other: 1 / 4 / 0.1451
buffers and inverters: 27 / 57 / 5.227
and+or+nand+nor: 70 / 70 / 14.52
xor gates and xnor gates: 13 / 13 / 4.405
AOI/OAI and AO/OA: 97 / 97 / 27.98
adders and majority gates: 16 / 16 / 8.325
-- per-layer routing --
| layer | vias to the layer above | wire length, um |
|---|---|---|
| li1 | 1055 | - |
| met1 | 1038 | 2978 |
| met2 | 36 | 2634 |
| met3 | 5 | 211 |
| met4 | 0 | 63 |
| met5 | - | 0 |
-- worst reg2reg max path: cells and delay by family, from the launching register on --
kind | cells | cell delay (ns)
fa+ha+maj | 2 | 0.69
simple gates | 1 | 0.08
flops | 1 | 0.46
compound gates | 4 | 0.95
xor+xnor | 1 | 0.12
Power is estimated from default activity; no workload was simulated.
